==> design/flow/design.v <==
module FIFO(
    clk,                                         
    reset_n,                                     
    re,                                          
    we,                                          
    data_in,                                     
    data_out,                                    
    full,                                        
    empty                                        
);
    parameter DATA_WIDTH = 32;                   
    parameter FIFO_DEPTH = 32;                   
    input wire clk;                              
    input wire reset_n;                          
    input wire re;                               
    input wire we;                               
    input wire [DATA_WIDTH-1:0] data_in;         
    output reg [DATA_WIDTH-1:0] data_out;        
    output wire full;                            
    output wire empty;                           
    reg [DATA_WIDTH-1:0] fifo_mem [0:FIFO_DEPTH-1];  
    reg [FIFO_DEPTH-1:0] write_ptr;
    reg [FIFO_DEPTH-1:0] read_ptr;
    reg [FIFO_DEPTH-1:0] next_write_ptr;
    wire overrun;
    wire underrun;
    assign next_write_ptr = write_ptr + 1'b1;
    assign full = (next_write_ptr == read_ptr);
    assign empty = (write_ptr == read_ptr);
    always @(posedge clk) begin
        if (~ reset) begin
            write_ptr <= 0;
            read_ptr <= 0;
            overrun <= 0;
            underrun <= 0;
        end
    end
    always @(posedge clk) begin
        if (we) begin
            fifo_mem[write_ptr] <= data_in;
        end
    end
    always @(posedge clk) begin
        if (re) begin
            data_out <= fifo_mem[read_ptr];
        end
    end
    always @(posedge clk) begin
        if (we) begin
            if ((!full)||(re)) begin
                write_ptr <= write_ptr + 1'b1;
            end
            else begin
                overrun <= 1;
            end
        end
    end
    always @(posedge clk) begin
        if (re) begin
            if (!empty) begin
                read_ptr <= read_ptr + 1'b1;
            end
            else begin
                underrun <= 1;
            end
        end
    end 
endmodule  
==> design/flow/run.sh <==
#!/bin/bash
# OpenROAD 26Q1-2900-gdf79404cd8, Yosys 0.63+post, stock flow scripts
make -C /OpenROAD-flow-scripts/flow DESIGN_CONFIG=/design/flow/config.mk WORK_HOME=/design/flow/orfs finish
==> design/flow/config.mk <==
export PLATFORM = sky130hd
export DESIGN_NAME = FIFO
export DESIGN_NICKNAME = FIFO
export VERILOG_FILES = /design/flow/design.v
export SDC_FILE = /design/flow/constraint.sdc
export NUM_CORES = 4
export LEC_CHECK = 1
export CORE_UTILIZATION = 30
==> design/flow/constraint.sdc <==
current_design FIFO

set clk_period 1.0
set clk_io_pct 0.2

create_clock -name clk0 -period $clk_period [get_ports {clk}]

set non_clock_inputs [all_inputs -no_clocks]
set_input_delay [expr $clk_period * $clk_io_pct] -clock clk0 $non_clock_inputs
set_output_delay [expr $clk_period * $clk_io_pct] -clock clk0 [all_outputs]
==> results_slide.txt <==
Key Metrics from the Run

Outcome
  – Outcome: finished, violations left
  – Violated checks: setup timing

Critical path
  – Worst endpoint required time: roughly 0.80 ns
  – Worst reg2reg path depth: 0
  – Startpoint Class: register
  – Crit path kind: register to output pin
  – Critical path origin: data_out[17]$_DFFE_PP_
  – Critical Path, Cell by Cell: buf_2
  – WP data arrival: around 0.83 ns
  – Crit Reg-Reg Startpoint: fifo_mem[0][8]$_DFFE_PP_
  – Worst path bufs/invs: 1
  – Slowest-stage cell, CP: edfxtp_1
  – CP Max Fanout: 1
  – Worst Setup End Kind: output pin
  – Critical path's top delay family: flip-flops
  – Crit path largest cell delay: 0.37 ns
  – Stages on worst setup path: 1

Placed design
  – Placed Cells: around 210
  – RePlAce Congestion: 0.699
  – Port Buffers: ~66

Detailed routing
  – Post-route antenna net violation count: 0
  – Number of diodes: 0
  – Routed wire length: 3020 um
  – DRC viols: 0
  – Drt initial violations: 40
  – Routed len/inst: 13.4 um
  – Vias: between 800 and 900
  – Vias per cell: between 3 and 4
  – 1st-pass router iterations: 4

Synth
  – Post-synth area from yosys stat: 0.00194 sq mm
  – Syn Inst Count: roughly 68
  – Flip-flops with a built-in enable: 64
  – Yosys cell count: between 60 and 70
  – Commonest cells in the netlist: edfxtp_1 (64), buf_4 (2), conb_1 (2)
  – Synth flops: ~64
  – Top FF cell, synth: edfxtp_1
  – Synthesized area: slightly below 0.002 sq mm
  – Yosys warning tally: between 100 and 150
  – Post-synth top area share: roughly 99%
  – Synth area leader: edfxtp_1
  – Synth top area cells: edfxtp_1 (99%), buf_4 (0.77%), conb_1 (0.39%)
  – Synth async-reset ratio: 0%
  – Yosys top cell by instances: edfxtp_1
  – Avg Cell Area, Syn: 28.6 sq um
  – Part of the Yosys area used for sequential elements: between 90 and 100%
  – Cell Type Count: 3

Flow run
  – OpenROAD warnings: 28
  – Max Cap Viol: 0

Power and ir drop
  – Peak supply drop: approximately 0.9 mV
  – Power after layout: around 0.0055 W
  – Logic pwr share: under 10%
  – Net switching power: 0.000988 W
  – Clock power frac: roughly 36%
  – P_leak: roughly 1.0 nW
  – Part of the power in registers: about three fifths
  – Pwr per Cell Area: 2000 mW/mm^2
  – Int Pwr: approximately 0.0045 W
  – Switching share of total power: 18.0%

CTS
  – CTS Buf Count: 9
  – Max clock buf depth: 2
  – Root Driver: clkbuf_8
  – H-tree levels: 3
  – Latency at later pin: about 0.33 ns
  – Worst-path clk slew: 0.06 ns
  – CTS tree: built
  – Postcts setup bufs: 0
  – CTS sink cnt: approximately 64

STA
  – # setup viols final: 14
  – Max frequency: 0.974 GHz
  – Final setup TNS: -0.148 ns
  – Cycle use final: 103%
  – Final hold viol count: 0
  – Post-layout min period: 1.03 ns
  – Final worst setup slack: -0.0264 ns
  – RSZ-0062 raised after global routing: true
  – Count of pins over their slew limit: 0
  – Fin Clk Skew: roughly 0.0038 ns
  – Hold_ws: slightly above 0.4 ns

Floorplan
  – Placeable core area: slightly above 0.006 sq mm
  – Ports: about 70
  – DIE AREA: 0.00681 sq mm
  – Initial Utilization: between 30% and 40%
  – Die X: approximately 83 um
  – Core Rows: 28
  – Die height: ~83 um

Global route
  – Pin count of the biggest net entering global routing: 33
  – Vias in the first global route: about 900
  – First-pass GRT wire length: 4160 um
  – Initial antenna violation count: 0
  – Total gr overflow: 0
  – GRT Total Usage: a little under a tenth

Finish
  – Final instance count without filler cells: 225
  – Post-layout util: about 45%
  – FILL cells: about 530
  – Layout cells sized above 1: between 30% and 40%
  – Area Growth Syn to Fin: 41.1%

Worst hold path
  – HP Class: register to register
  – Hold path start: fifo_mem[0][16]$_DFFE_PP_
  – Hold depth: 0
-- cells by family after synthesis --
group | count (synthesis) | synth area share [%]
other | 2 | 0.386
flip-flops | 64 | 98.8
buffers and inverters | 2 | 0.772
-- layer usage --
layer / global-route usage (%) / wire length [um]
met1: 13.1 / 1200
met2: 10.9 / 1130
met3: 7.47 / 612
met4: 2.59 / 72
met5: 0 / 0
-- power groups by stage --
| stage | combinational, W | sequential [W] | clock [W] |
|---|---|---|---|
| CTS | 0.000272 | 0.00323 | 0.00206 |
| global route | 0.000294 | 0.00324 | 0.00219 |
| finish | 0.000265 | 0.00322 | 0.00199 |
-- final timing paths --
check | endpoint | slack (ns)
worst max-delay path | data_out[17] | -0.03
worst min-delay path | data_out[16]$_DFFE_PP_ | 0.42
worst max register to register | data_out[8]$_DFFE_PP_ | 0.36
worst min register to register | data_out[16]$_DFFE_PP_ | 0.42
-- cell usage in the layout, fill, tap and decap left out --
cell / instances
edfxtp_1: 64
clkdlybuf4s50_1: 34
buf_2: 32
clkbuf_8: 9
conb_1: 2
clkinv_1: 2
clkinv_2: 2
clkbuf_1: 2
buf_12: 2
bufinv_16: 1
-- layout make-up --
class | count | area [sq um] | share of cell area [%]
clock buffers | 11 | 131 | 4.79
clock inverters | 5 | 47.5 | 1.73
multi-input cells | 2 | 7.51 | 0.274
flip-flops and latches | 64 | 1920 | 70.1
well taps | 75 | 93.8 | 3.42
repair buffers | 68 | 541 | 19.7
-- flip-flops by register name, indices dropped and copies added, names as in the netlist --
name,flops
fifo_mem,32
data_out,32
-- what timing repair did --
action,4_1_cts,5_1_grt
gates resized,97,0
hold buffers,0,0
setup endpoints to repair,32,32
-- stage by stage --
| step | instance area [sq um] | setup slack, ns |
|---|---|---|
| after detailed placement | 2720 | -0.262 |
| after floorplan | 1940 | 0.411 |
| after global routing | 2740 | -0.0803 |
| final | 2740 | -0.0264 |
| after global placement | 2720 | -0.249 |
| after CTS | 2740 | -0.0501 |
No activity file was given, so power comes from the tool's default toggle rates.
