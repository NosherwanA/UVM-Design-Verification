File: flow/design.v
module sram(
    clk,                                     
    addr,                                    
    cs,                                      
    rwb,                                     
    data_i,                                  
    data_o                                   
);
    parameter ADDR_WIDTH = 8;                
    parameter DATA_WIDTH = 32;               
    parameter DEPTH = 1 << ADDR_WIDTH;       
    input wire clk;                          
    input wire [ADDR_WIDTH-1:0] addr;        
    input wire cs;                           
    input wire rwb;                          
    input wire [DATA_WIDTH-1:0] data_i;      
    output reg [DATA_WIDTH-1:0] data_o;     
    reg [DATA_WIDTH-1:0] mem [0:DEPTH-1]; 
    always@(posedge clk)
    begin
        if (cs) begin
            if (rwb) begin
                mem[addr] <= data_i;
            end
            else begin
                data_o <= mem[addr];
            end
        end
    end
endmodule  
File: flow/run.sh
#!/bin/bash
# OpenROAD 26Q1-2900-gdf79404cd8, Yosys 0.63+post, stock flow scripts
make -C /OpenROAD-flow-scripts/flow DESIGN_CONFIG=/design/flow/config.mk WORK_HOME=/design/flow/orfs finish
File: flow/config.mk
export PLATFORM = sky130hd
export DESIGN_NAME = sram
export DESIGN_NICKNAME = sram
export VERILOG_FILES = /design/flow/design.v
export SDC_FILE = /design/flow/constraint.sdc
export NUM_CORES = 4
export LEC_CHECK = 1
export CORE_UTILIZATION = 40
export SYNTH_MEMORY_MAX_BITS = 65536
File: flow/constraint.sdc
current_design sram

set clk_period 42.6
set clk_io_pct 0.2

create_clock -name clk0 -period $clk_period [get_ports {clk}]

set non_clock_inputs [all_inputs -no_clocks]
set_input_delay [expr $clk_period * $clk_io_pct] -clock clk0 $non_clock_inputs
set_output_delay [expr $clk_period * $clk_io_pct] -clock clk0 [all_outputs]
==> impl_metrics.tcl <==
# implementation run metrics
set metrics [dict create \
    status "finished, final reports clean" \
    relSlewSlack 0.0338 \
    top_cells_by_area "edfxtp_1 80%, mux4_2 15%, a22oi_1 2.5%" \
    pre_cts_slack_ns 26.00 \
    grt_pass1_vias 162000 \
    worstSetupEndpointType "flip-flop" \
    grt_max_degree 86 \
    grt.overflow.total 0 \
    holdBufCountCts 0 \
    min_path_type "reg2reg" \
    root_buffer "clkbuf_16" \
    synth_flops 8224 \
    die_w_um 881 \
    detail-route-antenna-nets 0 \
    gp_congestion 0.895 \
    num_rows 322 \
    die-area_um2 777000 \
    synth_largest_type_area_fraction 0.799 \
    post-cts-setup-buffers 0 \
    syn_area_per_cell_um2 23.7 \
    cts-resized-gates 0 \
    cap_violations 0 \
    worst_slack_ns 27.09 \
    ys_seq_share 0.799 \
    layout_top_cell "edfxtp_1" \
    drc 0 \
    synth_area_um2 309000 \
    wire_per_inst_um 35.7 \
    yosys_warnings 1 \
    via_count 146000 \
    syn_inst 13100 \
    p_per_area_nw_per_um2 46.7 \
    h-tree-depth 6 \
    fillCellCount 61800 \
    areaGrowthSynthToFinish_pct 14.8 \
    viasPerCell 5.86 \
    finalClockSkew_ns 0.0981 \
    top_area_cell "edfxtp_1" \
    tns_ns 0 \
    hold_viol 0 \
    io-pin-count 75 \
    initCoreUtil 0.402 \
    drt_first_iter_violations 10500 \
    stdcell_count 25000 \
    crit_arrival_ns 16.32 \
    whs_ns 1.04 \
    dp.final_hpwl_um 519000 \
    grt_usage 0.255 \
    post-route-period-util 0.364 \
    clk_pin_slew_ns 0.06 \
    yosys-stat-cells 13100 \
    cts.sinks 8224 \
    fin_area_um2 355000 \
    clk_latency_ns 1.20 \
    drive_above_1_share 0.303 \
    portBuffers 74 \
    setup_viol 0 \
    critPathKind "in2reg" \
    cp-start-kind "primary input" \
    rsz0062_at_grt "false" \
    design.core.area_um2 770000 \
    fmax_mhz 64.5 \
    crit_fanout 45 \
    tightest_slew_ns 1.43 \
    numCtsBuffers 813 \
    layout.cells.most_common_list "8,224 x edfxtp_1, 2,048 x mux4_2, 1,024 x a22oi_1, 872 x buf_4, 826 x clkbuf_16" \
    drtPass1Iterations 5 \
    clk_path_buf_depth 4 \
    fp.dieH_um 881 \
    place_inst 23400 \
    placed_cell_area_um2 329000 \
    grt_first_pass_wirelength_um 1240000 \
    p_leak_nw 108 \
    yosysChipArea_um2 309000 \
    critPathRequiredTime_ns 43.41 \
    cts_tree "yes" \
    wl_um 892000 \
    finalCriticalPeriod_ns 15.51 \
    antenna_found_initial 50 \
    slew_viol_final 0 \
    warning_count 26 \
    ys_types 20 \
    vdd_drop_max_mv 0.0488 \
]
-- worst paths after layout --
| path | startpoint | endpoint | slack [ns] | cells past startpoint |
|---|---|---|---|---|
| worst max register to register | mem[175][5] | data_o[5] | 39.08 | 6 |
| worst max-delay path | addr[1] | data_o[7] | 27.09 | 14 |
| worst min register to register | mem[202][28] | data_o[28] | 1.04 | 5 |
| worst min-delay path | mem[202][28] | data_o[28] | 1.04 | 5 |
-- per-layer routing --
layer | wire (um) | vias to the layer above | part of all wire | global-route usage
met5 | 1810 | - | 0.0020 | 0.0155
met4 | 45600 | 55 | 0.051 | 0.0977
met3 | 188000 | 1581 | 0.21 | 0.239
met2 | 406000 | 11100 | 0.46 | 0.356
met1 | 250000 | 74600 | 0.28 | 0.268
li1 | - | 59000 | - | -
-- cells by family (layout without fill, tap and decap cells) --
kind of cell,after synthesis,in the layout,synth area share
flops,8224,8224,0.799
mux,2048,2048,0.149
other cells,0,60,0
buf+inv,788,2439,0.0109
simple gates,342,342,0.00456
compound gates,1664,1664,0.0368
-- critical path, stage by stage --
cell,delay [ns]
buf_16,0.22
buf_4,0.48
buf_4,0.58
buf_4,0.66
buf_4,0.68
buf_4,0.60
buf_4,0.63
buf_4,0.68
buf_4,0.61
mux4_2,0.39
a22oi_1,0.23
a21oi_1,0.20
o41ai_1,1.27
nand4_1,0.19
-- metrics by stage --
stage / power (mW) / utilization
floorplan: 9.46 / -
global placement: 9.87 / 0.428
detailed placement: 9.88 / 0.428
CTS: 16.7 / 0.461
global route: 17.0 / 0.461
finish: 16.6 / 0.461
-- registers in the layout, summed over array words and instances (netlist names) --
signal	flops
mem	8192
data_o	32
-- where the power goes --
part	internal [mW]	total [mW]	switching, mW	leakage [nW]
combinational	0.256	0.782	0.526	21.7
sequential	8.91	8.92	0.00953	73.9
clock	3.87	6.89	3.03	12.4
total	13.0	16.6	3.56	108
-- Yosys cell counts (all sizes together) --
cell / count
o41ai: 128
buf: 307
a21oi: 512
and2: 3
nor2: 259
edfxtp: 8224
or2: 1
mux4: 2048
nand2b: 2
a22oi: 1024
nor3b: 2
nor3: 1
nand4: 32
clkbuf: 481
nand2: 34
nor2b: 7
and4: 1
-- final cells by class --
type	count	area, um^2	share of cell area
Tap cell	10200	12800	0.0360
Timing Repair Buffer	964	7800	0.0220
Clock buffer	1015	21400	0.0602
Multi-Input combinational cell	4054	62000	0.175
Sequential cell	8224	247000	0.695
Antenna cell	60	150	0.000423
Clock inverter	460	4060	0.0114
No activity file was given, so power comes from the tool's default toggle rates.
